==> ./design.v <==
`timescale 1ns / 1ps
`timescale 1ns / 1ps 
module top(
    input clk,
    input start,
    output reg tx, 
    input rx,
    output reg [7:0] rxdata,
    output reg rdone
    );
 parameter clk_value = 100_000_000;
 parameter baud = 9600;
 parameter wait_count = clk_value / baud;
 reg bitDone = 0;
 integer count = 0;
 parameter idle = 0, send = 1, check = 2;
 reg [1:0] state = idle;
 always@(posedge clk)
 begin
  if(state == idle)
    begin 
    count <= 0;
    end
  else begin
    if(count == wait_count)
       begin
        bitDone <= 1'b1;
        count   <= 0;  
       end
    else
       begin
       count   <= count + 1;
       bitDone <= 1'b0;  
      end    
  end
 end
 reg [9:0] txData;
 integer bitIndex = 0;  
 always@(posedge clk)
 begin
 case(state)
 idle : 
     begin
           tx       <= 1'b1;
           txData   <= 8'h00;
           bitIndex <= 0;
            if(start == 1'b1)
              begin
                txData <= {1'b1,8'h41,1'b0};
                state  <= send;
              end
            else
              begin           
               state <= idle;
              end
     end
  send: begin
           tx       <= txData[bitIndex];
           bitIndex <= bitIndex + 1;
           state    <= check;
  end 
  check: 
  begin
        if(bitDone == 1'b1)
            begin
               if(bitIndex == 10)
                begin
                 state <= idle;
                end
                else
                begin
                state <= send;
                end
            end
  end
 default: state <= idle;
 endcase
 end
 integer rcount = 0;
 integer rindex = 0;
 parameter ridle = 0, rwait = 1, recv = 2, rcheck = 3;
 reg [1:0] rstate;
 always@(posedge clk)
 begin
 case(rstate)
 ridle : 
     begin
      rdone  <= 1'b0;
      rindex <= 0;
         if(rx == 1'b0)
          begin
           rstate <= recv;
          end
         else
           begin
           rstate <= ridle;
           end
     end
rwait : 
begin
      if(rcount < wait_count / 2)
         begin
          rcount <= rcount + 1;
          rstate <= rwait;
         end
     else
       begin
          rcount <= 0;
          rstate <= recv;
          rxdata <= {rx,rxdata[7:1]}; 
       end
end
recv : 
begin
   if(bitDone == 1'b1)
      begin
       rstate <= rcheck;
      end
  else
     begin
      rstate <= recv;
     end
end
rcheck: 
begin
   if(rindex < 8)
      begin
      rindex <= rindex + 1;
      rstate <= rwait;
      end
    else
      begin
      rstate <= ridle;
      rindex <= 0;
      rdone  <= 1'b1; 
      end
end
default : rstate <= ridle;
 endcase
 end
 endmodule
==> ./run.sh <==
#!/bin/bash
# OpenROAD 26Q1-2900-gdf79404cd8, Yosys 0.63+post, stock flow scripts
make -C /OpenROAD-flow-scripts/flow DESIGN_CONFIG=/design/flow/config.mk WORK_HOME=/design/flow/orfs finish
==> ./config.mk <==
export PLATFORM = sky130hd
export DESIGN_NAME = top
export DESIGN_NICKNAME = top
export VERILOG_FILES = /design/flow/design.v
export SDC_FILE = /design/flow/constraint.sdc
export NUM_CORES = 4
export LEC_CHECK = 1
export CORE_UTILIZATION = 50
==> ./constraint.sdc <==
current_design top

set clk_period 4.4
set clk_io_pct 0.2

create_clock -name clk0 -period $clk_period [get_ports {clk}]

set non_clock_inputs [all_inputs -no_clocks]
set_input_delay [expr $clk_period * $clk_io_pct] -clock clk0 $non_clock_inputs
set_output_delay [expr $clk_period * $clk_io_pct] -clock clk0 [all_outputs]
==> flow_summary.yaml <==
# flow metrics
setup_path:
  cp_max_fo: 19
  worstPathArrival_ns: 2.51
  critical_path_class: "reg2reg"
  required_ns: 4.49
  end_kind: "flop"
  crit_path_start_kind: "flop"
clocking:
  cts-buffers-inserted: 17
  cts_buffer_depth: 2
  clock_latency_ns: 0.42
  htreeDepth: 4
  cts_root_buf: "clkbuf_16"
  post_cts_buffers: 0
  cts_num_sinks: 144
  cts_tree: "done"
  cts_resized: 0
  clkTransAtPathRegs_ns: 0.06
  cts_hold_buf: 0
timing:
  maxSlewViolCount: 0
  slew_headroom_pct: 42.9
  fin_setup_tns_ns: 0
  tightest_slew_ns: 0.857
  worst_slack_ns: 1.97
  final-setup-viol-count: 0
  hold_viol_final: 0
  clock_skew_ns: 0.00818
  min_period_over_period_pct: 55.1
  rsz0062_at_grt: "false"
  fin_crit_ns: 2.43
  maxClockFrequency_ghz: 0.412
logic_synthesis:
  ys_warn_count: 1
  ff_type: "edfxtp_1"
  synth_cells: 707
  synth_seq_share_pct: 53.5
  numSynthFlops: 144
  top_cell: "nor2_1"
  top_cells_by_area: "edfxtp_1 44%, xor2_1 10%, dfxtp_1 9.1%"
  synth_area_sq_um: 7450
  synth_top_cell_by_area: "edfxtp_1"
  yosysTopAreaCellShare_pct: 44.3
  avgSynthCellArea_sq_um: 10.5
  synth.distinct_cells: 44
  async_flop_share_pct: 0
  ys_cells: 707
  synthTopCellsByCount: "145 x nor2_1, 110 x edfxtp_1, 89 x xor2_1"
  ys_chip_area_sq_um: 7450
  synth-edff-count: 110
routing:
  route.detailed.drc: 0
  route.detailed.wl_per_inst_um: 15.1
  firstDrtPassIters: 4
  ant_nets: 0
  routed_via_density: 5.64
  drtIter0Drc: 345
  antenna_cells: 0
  routed_wl_um: 13900
  via_count: 5197
status:
  status: "completed"
floorplanning:
  die_y_um: 124
  die_x_um: 124
  initCoreUtil_pct: 51.3
  rows: 44
  coreArea_sq_um: 14500
  pin_count: 13
  die_area_sq_um: 15400
power_and_ir_drop:
  ir_worst_vdd_v: 0.000352
  p_total_uw: 5100
  power_density_nw_per_um2: 608
  p_leak_uw: 0.00289
placement:
  place.gp.congestion: 0.905
  preCtsSetupSlack_ns: 1.99
  hpwl_um: 8900
  placed_cells: 889
  portBuffers: 12
flow_run:
  tool_warnings: 30
  maxCapViolations: 0
global_route:
  grt_util_met2_pct: 29.7
  busiest_layer: "met1"
  grtUsageMet1_pct: 34.2
  met3_usage_pct: 5.19
  overflow: 0
  antenna_found_initial: 0
  grt_pass1_vias: 4984
  grt_max_degree: 36
  grt_pass1_wl_um: 23600
  track_usage_pct: 20.5
final_layout:
  drive_above_1_share_pct: 7.06
  layout.cells.non_filler: 921
  area_delta_synth_final_pct: 12.5
hold_path:
  hold_class: "reg2reg"
==> stage by stage <==
stage	cell area [sq um]	hold WS (ns)	util, %
CTS	8380	0.448	57.7
global route	8380	0.453	57.7
detailed placement	7740	0.434	53.2
finish	8380	0.445	57.7
global placement	7740	0.433	53.2
floorplan	7450	0.400	-
==> per-layer routing <==
layer  share of wire [%]  routed length (um)
met4                 1.5                 202
met5                   0                   0
met3                 4.6                 640
met1                  49                6820
met2                  45                6250
==> kinds of logic (layout without fill, tap and decap cells) <==
logic type               count (synthesis)  in the layout  share of synthesized area, %
AND/OR/NAND/NOR                        386            386                          27.3
adder cells (fa/ha/maj)                 10             10                          1.68
AND-OR/OR-AND                           15             15                          1.46
XOR/XNOR                               117            117                          13.8
buffers and inverters                   35             65                          2.37
flip-flops                             144            144                          53.5
==> cell usage in the layout, fill, tap and decap left out, drive strengths merged, types with 2 or more instances in the layout <==
master         instances
xor2                  89
nand4                 55
nor3                  12
and2                   5
nand3                 58
nor4                  29
a21oi                  4
buf                    8
clkinv                 3
xnor2                 28
or3                    2
and3                  22
o21ai                  2
edfxtp               110
clkbuf                26
and4                  10
nor2b                  2
nor4b                  5
nand2                 36
ha                    10
dfxtp                 34
nor2                 145
inv                   15
clkdlybuf4s50         12
or2                    2
==> state kept, by name, indices dropped and copies added, names as in the netlist <==
| register | count |
|---|---|
| rdone | 1 |
| txData | 1 |
| rcount | 32 |
| bitDone | 1 |
| tx | 1 |
| rindex | 32 |
| count | 32 |
| rxdata | 8 |
| rstate | 2 |
| bitIndex | 32 |
| state | 2 |
==> final timing paths <==
| kind | slack [ns] | to | cells after the start | startpoint |
|---|---|---|---|---|
| worst min register to register | 0.45 | rxdata[3] | 0 | rxdata[4] |
| worst min-delay path | 0.45 | rxdata[3] | 0 | rxdata[4] |
| worst max register to register | 1.97 | rxdata[0] | 5 | rcount[3] |
| worst max-delay path | 1.97 | rxdata[0] | 5 | rcount[3] |
==> power breakdown <==
group          total [uW]  internal (uW)  switching, uW
clock network        1530            983            544
logic                1010            391            622
registers            2560           2070            494
==> worst max-delay path, cell delays in order, from the launching register on <==
cell and delay (ns):
edfxtp_1 0.44, a21oi_1 0.12, o2111a_1 0.28, a21oi_2 0.53
buf_4 0.36, and2_1 0.36
==> cell type report <==
cell class	count	area [sq um]
clock buffers	26	589
clock inverters	6	57.6
well taps	184	230
multi-input cells	528	3290
inverters	13	48.8
repair buffers	20	180
fillers	1177	6150
flip-flops and latches	144	3980
No activity file was given, so power comes from the tool's default toggle rates.
